===== /design/flow/run.sh =====
#!/bin/bash
# OpenROAD 26Q1-2900-gdf79404cd8, Yosys 0.63+post, stock flow scripts
make -C /OpenROAD-flow-scripts/flow DESIGN_CONFIG=/design/flow/config.mk WORK_HOME=/design/flow/orfs finish

===== /design/flow/design.v =====
`timescale 1ns / 1ps
module debug_core(
    input							clk_i,
    input							rst_n,
    input       [7:0]               cmd_data_i,
    input                           cmd_data_valid_i,
    input       [31:0]              pc_i,
    input                           pc_ov_i,
    output                          proc_run_en_o,
    output                          proc_reset_o,
    output                          proc_inst_print_o,
    output  reg                     reg_rdata_tx_o,
    output  reg                     mem_rdata_tx_o,
    output                          reg_wren_o,
    output                          uart_reg_wren_o,
    output      [4:0]               reg_addr_o,
    output      [31:0]              reg_wdata_o,
    output                          mem_wren_o,
    output      [14:0]              mem_addr_o,
    output      [31:0]              mem_wdata_o
);
    wire                            proc_run_en;
    reg                             proc_run_hold;
    wire                            proc_reset;
    wire                            proc_inst_print_req;
    wire                            proc_break_point_set;
    wire                            proc_reg_oper;
    wire                            proc_mem_oper;
    wire                            proc_step_one;
    wire                            reg_wr_flag;
    wire                            uart_reg_wr_flag;
    wire                            reg_rd_flag;
    wire                            reg_rd_all_flag;
    wire                            mem_wr_flag;
    wire                            mem_rd_flag;
    reg         [7:0]               cmd_reg;
    reg                             cmd_data_valid_dly1;
    reg         [31:0]              qword_cmd;
    reg         [31:0]              bp_pc;
    reg         [4:0]               reg_addr;
    reg         [14:0]              mem_addr;
    reg                             reg_wren;
    reg                             uart_reg_wren;
    reg                             mem_wren;
    reg                             reg_rden;
    reg                             mem_rden;
    reg                             mem_rden_dly1;
    reg                             mem_rden_dly2;
    reg                             long_cmd_recv;
    wire                            breakpoint;
    reg                             bp_set;
    reg                             bp_enable;
    reg                             mem_addr_set_en;
    reg         [2:0]               cmd_recv_cnt;
    wire                            cmd_recv_cnt_en;
    wire                            cmd_recv_cnt_clr;
    wire                            cmd_recv_cnt_ov;
    reg         [4:0]               reg_rd_cnt;
    reg                             reg_rd_cnt_en;
    wire                            reg_rd_cnt_clr;
    wire                            reg_rd_cnt_ov;
    reg                             reg_rd_sel;
    reg         [2:0]               cmd_recv_cnt_ov_thold;
    reg         [8:0]               c_state;
    reg         [8:0]               n_state;
    localparam                      s_idle              = 9'b0_0000_0001,
                                    s_bp                = 9'b0_0000_0010,
                                    s_reg_wr            = 9'b0_0000_0100,
                                    s_reg_wdata         = 9'b0_0000_1000,
                                    s_uart_reg_wdata    = 9'b0_0001_0000,
                                    s_reg_rdall         = 9'b0_0010_0000,
                                    s_mem_addr          = 9'b0_0100_0000,
                                    s_mem_wdata         = 9'b0_1000_0000,
                                    s_fin               = 9'b1_0000_0000;
    always @(posedge clk_i or negedge rst_n) begin
        if(~rst_n) begin
            c_state	<= 'b0;
        end else begin
            c_state	<= n_state;
        end
    end
    always @(*) begin
        reg_wren = 1'b0;
        uart_reg_wren = 1'b0;
        reg_rden = 1'b0;
        mem_wren = 1'b0;
        mem_rden = 1'b0;
        long_cmd_recv = 1'b1;
        reg_rd_cnt_en = 1'b0;
        reg_rd_sel = 1'b0;
        cmd_recv_cnt_ov_thold = 3'b000;
        case(c_state)
            s_idle:begin
                long_cmd_recv = 1'b0;
                if(cmd_data_valid_dly1) begin
                    casex({proc_break_point_set, proc_reg_oper, proc_mem_oper})
                        3'b000:
                            n_state = s_idle;
                        3'b001:
                            n_state = s_mem_addr;
                        3'b01x:
                            n_state = s_reg_wr;
                        3'b1xx:
                            n_state = s_bp;
                    endcase
                end else begin
                    n_state = s_idle;
                end
            end
            s_bp:begin
                cmd_recv_cnt_ov_thold = 3'b100;
                if(cmd_recv_cnt_ov) begin
                    n_state = s_fin;
                end else begin
                    n_state = s_bp;
                end
            end
            s_reg_wr:begin
                cmd_recv_cnt_ov_thold = 3'b000;
                if(cmd_data_valid_dly1) begin
                    casex({reg_rd_all_flag, reg_wr_flag, uart_reg_wr_flag})
                        3'b000: begin
                            reg_rden = 1'b1;
                            n_state = s_fin;
                        end
                        3'b001:
                            n_state = s_uart_reg_wdata;
                        3'b01x:
                            n_state = s_reg_wdata;
                        3'b1xx:
                            n_state = s_reg_rdall;
                    endcase
                end else begin
                    n_state = s_reg_wr;
                end
            end
            s_reg_wdata: begin
                cmd_recv_cnt_ov_thold = 3'b100;
                if(cmd_recv_cnt_ov) begin
                    reg_wren = 1'b1;
                    n_state = s_fin;
                end else begin
                    n_state = s_reg_wdata;
                end
            end
            s_uart_reg_wdata:begin
                cmd_recv_cnt_ov_thold = 3'b100;
                if(cmd_recv_cnt_ov) begin
                    uart_reg_wren = 1'b1;
                    n_state = s_fin;
                end else begin
                    n_state = s_uart_reg_wdata;
                end
            end
            s_reg_rdall:begin
                reg_rden = 1'b1;
                reg_rd_cnt_en = 1'b1;
                reg_rd_sel = 1'b1;
                if(reg_rd_cnt_ov)
                    n_state = s_fin;
                else
                    n_state = s_reg_rdall;
            end
            s_mem_addr:begin
                cmd_recv_cnt_ov_thold = 3'b010;
                if(cmd_recv_cnt_ov) begin
                    if(mem_wr_flag) begin
                        n_state = s_mem_wdata;
                    end else begin
                        mem_rden = 1'b1;
                        n_state = s_fin;
                    end
                end else begin
                    n_state = s_mem_addr;
                end
            end
            s_mem_wdata: begin
                cmd_recv_cnt_ov_thold = 3'b100;
                if(cmd_recv_cnt_ov) begin
                    mem_wren = 1'b1;
                    n_state = s_fin;
                end else begin
                    n_state = s_mem_wdata;
                end
            end
            s_fin:begin
                long_cmd_recv = 1'b0;
                n_state = s_idle;
            end
            default:
                n_state = s_idle;
        endcase
    end
    always @(posedge clk_i or negedge rst_n) begin
        if(~rst_n) begin
            cmd_data_valid_dly1	<= 'b0;
        end else begin
            cmd_data_valid_dly1	<= cmd_data_valid_i;
        end
    end
    always @(posedge clk_i or negedge rst_n) begin
        if(~rst_n) begin
            cmd_reg	<= 'b0;
        end else begin
            casex({cmd_data_valid_dly1, cmd_data_valid_i})
                2'b00:
                    cmd_reg <= cmd_reg;
                2'b01:
                    cmd_reg	<= cmd_data_i;
                2'b10:
                    cmd_reg <= 4'h0;
                2'b11:
                    cmd_reg	<= cmd_data_i;
            endcase
        end
    end
    assign proc_run_en          = (cmd_reg[2:0] == 3'b000) & ~long_cmd_recv;
    assign proc_reset           = (cmd_reg[2:0] == 3'b001) & ~long_cmd_recv;
    assign proc_inst_print_req  = (cmd_reg[2:0] == 3'b010) & ~long_cmd_recv;
    assign proc_break_point_set = (cmd_reg[2:0] == 3'b011) & ~long_cmd_recv;
    assign proc_reg_oper        = (cmd_reg[2:0] == 3'b100) & ~long_cmd_recv;
    assign proc_mem_oper        = (cmd_reg[2:0] == 3'b101) & ~long_cmd_recv;
    assign proc_step_one        = (cmd_reg[2:0] == 3'b110) & ~long_cmd_recv;
    assign reg_wr_flag          = (cmd_reg[7:5] == 3'b100);
    assign uart_reg_wr_flag     = (cmd_reg[7:5] == 3'b111);
    assign reg_rd_flag          = (cmd_reg[7:5] == 3'b010);
    assign reg_rd_all_flag      = (cmd_reg[7:5] == 3'b110);
    assign mem_wr_flag          = (qword_cmd[31] == 1'b1);
    assign mem_rd_flag          = (qword_cmd[31] == 1'b0);
    always @(posedge clk_i or negedge rst_n) begin
        if(~rst_n) begin
            proc_run_hold	<= 'b0;
        end else begin
            casex({pc_ov_i, proc_run_en & cmd_data_valid_dly1, breakpoint})
                3'b000:
                    proc_run_hold   <= proc_run_hold;
                3'b001:
                    proc_run_hold	<= 1'b0;
                3'b01x:
                    proc_run_hold	<= 1'b1;
                3'b1xx:
                    proc_run_hold   <= 1'b0;
            endcase
        end
    end
    assign breakpoint = (pc_i == bp_pc) & bp_enable;
    always @(posedge clk_i or negedge rst_n) begin
        if(~rst_n) begin
            cmd_recv_cnt	<= 'b0;
        end else begin
            casex({cmd_recv_cnt_clr, cmd_recv_cnt_en})
                2'b00:
                    cmd_recv_cnt	<= cmd_recv_cnt;
                2'b01:
                    cmd_recv_cnt	<= cmd_recv_cnt + 1'b1;
                2'b1x:
                    cmd_recv_cnt	<= 'b0;
            endcase
        end
    end
    assign cmd_recv_cnt_en = cmd_data_valid_dly1 & (|cmd_recv_cnt_ov_thold);
    assign cmd_recv_cnt_clr = cmd_recv_cnt_ov;
    assign cmd_recv_cnt_ov = (cmd_recv_cnt == cmd_recv_cnt_ov_thold);
    always @(posedge clk_i or negedge rst_n) begin
        if(~rst_n) begin
            reg_rd_cnt	<= 'b0;
        end else begin
            casex({reg_rd_cnt_clr, reg_rd_cnt_en})
                2'b00:
                    reg_rd_cnt	<= reg_rd_cnt;
                2'b01:
                    reg_rd_cnt	<= reg_rd_cnt + 1'b1;
                2'b1x:
                    reg_rd_cnt	<= 'b0;
            endcase
        end
    end
    assign reg_rd_cnt_ov = (reg_rd_cnt == 5'h1f);
    assign reg_rd_cnt_clr = reg_rd_cnt_ov;
    always @(posedge clk_i or negedge rst_n) begin
        if(~rst_n) begin
            qword_cmd   <=  32'h0;
        end else begin
            case({cmd_recv_cnt[1:0]})
                2'b00:
                    qword_cmd <= {cmd_reg, qword_cmd[23:0]};
                2'b01:
                    qword_cmd <= {qword_cmd[31:24], cmd_reg, qword_cmd[15:0]};
                2'b10:
                    qword_cmd <= {qword_cmd[31:16], cmd_reg, qword_cmd[7:0]};
                2'b11:
                    qword_cmd <= {qword_cmd[31:8], cmd_reg};
            endcase
        end
    end
    always @(posedge clk_i or negedge rst_n) begin
        if(~rst_n) begin
            bp_set	<= 'b0;
        end else begin
            bp_set	<= (c_state == s_bp) & cmd_recv_cnt_ov;
        end
    end
    always @(posedge clk_i or negedge rst_n) begin
        if(~rst_n) begin
            bp_enable	<= 'b0;
            mem_addr_set_en <= 'b0;
        end else begin
            casex({bp_set & (qword_cmd == 32'hffff_ffff), bp_set})
                2'b00:
                    bp_enable   <= bp_enable;
                2'b01:
                    bp_enable   <= 1'b1;
                2'b1x:
                    bp_enable   <= 1'b0;
            endcase
            mem_addr_set_en <= (c_state == s_mem_addr) & cmd_recv_cnt_ov;
        end
    end
    always @(posedge clk_i or negedge rst_n) begin
        if(~rst_n) begin
            bp_pc	<= 'b0;
        end else begin
            if(bp_set)
                bp_pc	<= qword_cmd;
        end
    end
    always @(posedge clk_i or negedge rst_n) begin
        if(~rst_n) begin
            reg_addr	<= 'b0;
        end else begin
            if((c_state == s_reg_wr) & cmd_data_valid_dly1)
                reg_addr	<= cmd_reg[4:0];
        end
    end
    always @(posedge clk_i or negedge rst_n) begin
        if(~rst_n) begin
            mem_addr	<= 'b0;
        end else begin
            if(mem_addr_set_en)
                mem_addr	<= qword_cmd[30:16];
        end
    end
    assign proc_run_en_o = proc_run_hold | proc_step_one;
    assign proc_reset_o = proc_reset;
    assign proc_inst_print_o = proc_inst_print_req;
    assign reg_wren_o       = reg_wren;
    assign uart_reg_wren_o	= uart_reg_wren;
    assign mem_wren_o	    = mem_wren;
    always @(posedge clk_i or negedge rst_n) begin
        if(~rst_n) begin
            reg_rdata_tx_o	<= 'b0;
            mem_rdata_tx_o	<= 'b0;
            mem_rden_dly1	<= 'b0;
            mem_rden_dly2	<= 'b0;
        end else begin
            reg_rdata_tx_o	<= reg_rden;
            mem_rdata_tx_o	<= mem_rden_dly1;
            mem_rden_dly1	<= mem_rden;
            mem_rden_dly2	<= mem_rden_dly1;
        end
    end
    assign reg_addr_o = reg_rd_sel ? reg_rd_cnt : reg_addr;
    assign reg_wdata_o = qword_cmd;
    assign mem_addr_o = mem_addr[14:0];
    assign mem_wdata_o = qword_cmd;
endmodule

===== /design/flow/constraint.sdc =====
current_design debug_core

set clk_period 3.7
set clk_io_pct 0.2

create_clock -name clk0 -period $clk_period [get_ports {clk_i}]

set non_clock_inputs [all_inputs -no_clocks]
set_input_delay [expr $clk_period * $clk_io_pct] -clock clk0 $non_clock_inputs
set_output_delay [expr $clk_period * $clk_io_pct] -clock clk0 [all_outputs]

===== /design/flow/config.mk =====
export PLATFORM = sky130hd
export DESIGN_NAME = debug_core
export DESIGN_NICKNAME = debug_core
export VERILOG_FILES = /design/flow/design.v
export SDC_FILE = /design/flow/constraint.sdc
export NUM_CORES = 4
export LEC_CHECK = 1
export CORE_UTILIZATION = 50

==> results.cfg <==
; synthesis and place-and-route metrics
[grt]
grt_pass1_wl_um = 19800
grt_pass1_vias = 3685
grtUsageTotal = 0.240
antenna_violations_before_repair = 0
overflow = 0
largest_net_degree_at_the_start_of_global_routing = 74

[route]
drt_iter0_drc = 145
final_antenna_net_count = 0
routedWlPerCell_um = 17.2
vias_per_cell = 5.28
detail_route.wirelength_um = 12100
dr_total_vias = 3700
route.detailed.drc = 0
iteration_count_of_the_initial_detailed_routing_pass = 4
route.antenna.diode_count = 0

[worst_setup_path]
timing.critical_path.to = reg_wren_o
worst_ep_required_time_ns = 2.96
worst_r2r_startpoint = c_state[5]
critical_path.cell_chain = or4_4, xor2_1, nor4_1, clkdlybuf4s50_1
worst-r2r-cell-count = 5
cpLargestDelayFamily = simple AND/OR/NAND/NOR gates
critical_path.n_buffers_inverters = 1
path_max_fanout = 6
worstSetupStartpointType = register
setup.worst_path.class = reg2out
worst_path_largest_cell_delay_ns = 0.55
critical_path.startpoint = c_state[5]
ff2ff_setup_slack_ns = 1.82
critical-path-slowest-cell = or4_4
r2r_end = c_state[2]
cp.depth = 4
worst_ep_arrival_time_ns = 2.48
cp-end-kind = primary output

[placed_design]
dp.cells = 669
hpwl_um = 8510
place_congestion = 0.822
port_buf_inserts = 135

[clock_network]
clkLatencyLatePin_ns = 0.51
cts.reportedPaths.clkPinSlew_ns = 0.06
cts_buffers = 17
cts_htree_levels = 4
postCtsHoldBufs = 0
post_cts.repair.setup_buffers = 0
cts_num_sinks = 118
cts_tree = done
ctsResizeCount = 0
cts_max_path_buffers = 2
cts-root-buf = clkbuf_8

[power]
power.share.switching = 0.239
internal_power_w = 0.00260
power_density_mw_per_mm2 = 472
share_clk_of_total_power = 0.458
static-leakage-power_nw = 3.26
vdd.ir_drop.worst_mv = 0.330
p_seq_frac = 0.437
netSwitchingPower_w = 0.000816
power.share.combinational = 0.105

[timing]
finalSetupViolCount = 0
clock-skew-final_ns = 0.0107
maxClockFrequency_ghz = 0.311
final-max-slew-violation-count = 0
max_slew.worst_pin.slew_ns = 0.649
rsz_0062_raised_after_global_routing = no
relSlewSlack = 0.567
post_layout_minimum_cycle_time_ns = 3.22
timing.final.hold_violations = 0
setup_total_negative_slack_ns = 0
finalClockPeriodUsage = 0.870

[synth]
post_synth_instance_area_mm2 = 0.00542
top_cell_area_share = 0.540
common_cells = dfrtp_1, mux2_2, buf_4, inv_1, xor2_1
syn-instance-count = 446
yosys-stat-area_mm2 = 0.00542
yosysMostFrequentCell = dfrtp_1
edf_count = 0
largest_area_cell = dfrtp_1
most_area_consuming_cells_after_synthesis = dfrtp_1, mux2_2, buf_4
ys.warnings.count = 1
ys_cells = 446
yosys.stat.seqShare = 0.545
post_synth.cell_area_avg_um2 = 12.2
yosysUniqueCellTypes = 37
share_of_synthesized_registers_carrying_an_async_set_or_reset = 1.00
ys_ff = 118
primary_ff_master_synth = dfrtp_1

[final_layout]
drive_above_1_share = 0.216
filler_cell_count = 747
largest_registers_ranked_by_flip_flop_count = bp_pc x32, qword_cmd x32, mem_addr x15
register_area_mm2 = 0.00295
multi_input_comb_area_mm2 = 0.00208
syn2layout_area_growth_pct = 33.5
final-instance-count-excl-fill = 701

[floorplan]
initial_utilization = 0.520
num_rows = 37
die_h_um = 106
top_level_port_count = 136
die-width_um = 106
die_area_mm2 = 0.0113
floorplan.core_area_mm2 = 0.0104

[run]
number_of_warnings_in_the_stage_logs = 30
total_of_max_cap_violations = 0

[outcome]
outcome = completed

[min_path]
worst_min_delay_path_class = in2async
==> layout by cell type, fill, tap and decap left out, types with 2 or more instances in the layout <==
| master | Yosys | final |
|---|---|---|
| a211oi_1 | 2 | 2 |
| a21oi_1 | 2 | 2 |
| nor3_1 | 2 | 2 |
| buf_4 | 33 | 2 |
| o21ai_0 | 19 | 19 |
| dfrtp_1 | 117 | 117 |
| clkinv_4 | 0 | 6 |
| nor2b_1 | 7 | 7 |
| nor2_1 | 16 | 16 |
| inv_6 | 0 | 2 |
| nor4_1 | 13 | 13 |
| nand3_1 | 13 | 13 |
| nand4_1 | 14 | 14 |
| clkdlybuf4s50_1 | 0 | 134 |
| clkinv_2 | 0 | 3 |
| xor2_1 | 20 | 20 |
| nand2_1 | 14 | 14 |
| clkbuf_8 | 0 | 2 |
| o22ai_1 | 4 | 4 |
| inv_1 | 20 | 20 |
| bufinv_16 | 0 | 2 |
| xnor2_1 | 19 | 19 |
| clkbuf_16 | 0 | 16 |
| mux2_2 | 82 | 82 |
| ha_1 | 7 | 7 |
| nand2b_1 | 7 | 7 |
| o31ai_1 | 2 | 2 |
==> metrics by stage <==
step	hold slack [ns]	util	power [W]	setup WS, ns	cell area [um^2]
6_report	0.239	0.695	0.00341	0.480	7230
5_1_grt	0.277	0.695	0.00356	0.335	7230
4_1_cts	0.244	0.695	0.00345	0.453	7230
3_5_place_dp	0.339	0.639	0.00187	1.03	6650
3_3_place_gp	0.346	0.639	0.00186	1.06	6650
2_1_floorplan	0.331	-	0.00166	1.59	5420
==> layer usage <==
layer | track usage | routed length (um) | vias up
li1 | - | - | 1733
met1 | 0.387 | 5560 | 1838
met2 | 0.363 | 5610 | 118
met3 | 0.0582 | 769 | 11
met4 | 0.0288 | 145 | 0
met5 | 0 | 0 | -
==> worst reg2reg max path, delay by kind of cell, from the launching register on <==
kind                      cells  cell delay (ns)
AOI/OAI and AO/OA             1             0.07
xor gates and xnor gates      1             0.49
DFF                           1             0.38
and+or+nand+nor               3             0.81
==> worst min path at each step <==
| stage | start | to | slack, ns | cells after the start |
|---|---|---|---|---|
| 4_1_cts | rst_n | bp_pc[2] | 0.24 | 1 |
| 5_1_grt | rst_n | bp_pc[2] | 0.28 | 1 |
| 6_report | rst_n | bp_pc[2] | 0.24 | 1 |
==> layout make-up <==
| class | count | share of cell area |
|---|---|---|
| sequential | 118 | 0.408 |
| clock buffer | 18 | 0.0591 |
| tap | 136 | 0.0235 |
| multi-input combinational | 258 | 0.287 |
| clock inverter | 14 | 0.0211 |
| timing repair buffer | 137 | 0.190 |
| inverter | 20 | 0.0104 |
==> power groups by stage <==
stage / clock network (W) / logic, W / registers [W]
final: 0.00156 / 0.000358 / 0.00149
after global routing: 0.00165 / 0.000398 / 0.00151
after CTS: 0.00159 / 0.000364 / 0.00149
==> logic make-up after synthesis <==
| family | count (synthesis) | share of synthesized area |
|---|---|---|
| mux | 83 | 0.172 |
| xor+xnor | 39 | 0.0630 |
| fa+ha+maj | 7 | 0.0162 |
| buf+inv | 70 | 0.0713 |
| flops | 118 | 0.545 |
| other cells | 1 | 0.000692 |
| simple gates | 94 | 0.0949 |
| compound gates | 34 | 0.0365 |
Power figures rest on the tool's default switching activity, not on a simulated workload.
