===== flow/design.v =====
`timescale 1ns / 1ps
module PC(
    input clk,
    input Proc_run_en,
    input Proc_reset,
    output reg [31:0] pc_o
    );
    initial begin
        pc_o<=32'b0;
    end
    always @(posedge clk or posedge Proc_reset) begin
        if(Proc_reset==1) pc_o<=32'b0;
        else if(Proc_run_en==1) pc_o<=pc_o+4;
    end
endmodule

===== flow/run.sh =====
#!/bin/bash
# OpenROAD 26Q1-2900-gdf79404cd8, Yosys 0.63+post, stock flow scripts
make -C /OpenROAD-flow-scripts/flow DESIGN_CONFIG=/design/flow/config.mk WORK_HOME=/design/flow/orfs finish

===== flow/config.mk =====
export PLATFORM = sky130hd
export DESIGN_NAME = PC
export DESIGN_NICKNAME = PC
export VERILOG_FILES = /design/flow/design.v
export SDC_FILE = /design/flow/constraint.sdc
export NUM_CORES = 4
export LEC_CHECK = 1
export CORE_AREA = 10 10 109 109
export DIE_AREA = 0 0 119 119

===== flow/constraint.sdc =====
current_design PC

set clk_period 4.2
set clk_io_pct 0.2

create_clock -name clk0 -period $clk_period [get_ports {clk}]

set non_clock_inputs [all_inputs -no_clocks]
set_input_delay [expr $clk_period * $clk_io_pct] -clock clk0 $non_clock_inputs
set_output_delay [expr $clk_period * $clk_io_pct] -clock clk0 [all_outputs]

==> flow_summary_export.csv <==
group,metric,value,unit
logic_synthesis,avgSynthCellArea,11.9,sq um
setup_path,startpoint,"Proc_run_en",
logic_synthesis,synthesis.area,1400,sq um
clocking,cts_root_buf,"clkbuf_8",
sta,setup_violations,0,
logic_synthesis,top_area_cell,"dfrtp_1",
logic_synthesis,synth-main-ff-cell,"dfrtp_1",
global_route,grt_pass1_wl,5510,um
pwr,vdd_drop_max,0.000248,V
detailed_routing,wire_per_inst,11.7,um
detailed_routing,dr.pass1.iters,4,
job,warnings,25,
min_path,holdCritStartpoint,"pc_o[31]",
clocking,cts_sinks,30,
clocking,cts-hold-fix-buffers,0,
detailed_routing,wl,3390,um
setup_path,start_kind,"primary input",
setup_path,cp_max_fo,11,
layout,reg.largest.list,"pc_o: 30 flops",
sta,hold_viol,0,
pwr,p_seq_share,50.3,%
pwr,p_leak,0.818,nW
die,core-area,9640,sq um
layout,regMostFlops,"pc_o",
sta,rsz0062_at_grt,"no",
clocking,tritoncts,"built",
sta,slew_violations,0,
global_route,grt_usage,4.79,%
place,gp_congestion,0.804,
clocking,clockBufferDepth,2,
detailed_routing,antennaDiodeCount,0,
die,die_x,119,um
sta,tns,0,ps
die,die_height,119,um
logic_synthesis,ys_seq_share,53.5,%
sta,timing.slew.headroom,51.5,%
clocking,cts_buffers,5,
global_route,grt_overflow,0,
logic_synthesis,edf_count,0,
sta,fmax,0.422,GHz
detailed_routing,ant_nets,0,
logic_synthesis,yosys_warnings,1,
sta,finalClockPeriodUsage,56.4,%
logic_synthesis,top_area_share,53.5,%
place,hpwl,2580,um
global_route,grt_max_degree,31,
clocking,clkLatencyLatePin,280,ps
setup_path,crit_path_cell_trace,"clkdlybuf4s50_1 -> nand3_1 -> nor3_2 -> nand4_1 -> xnor2_1",
setup_path,worstPathArrival,2540,ps
min_path,min_path_type,"flip-flop to flip-flop",
layout,drive_gt1_share,12.1,%
sta,tightest_slew,723,ps
setup_path,critPathSlowestCell,"clkdlybuf4s50_1",
status,status,"completed",
setup_path,path_buffers,1,
global_route,grt_antenna_before_repair,0,
die,io_pins,35,
job,max_cap_viol_count,0,
logic_synthesis,topCellsByArea,"dfrtp_1, xnor2_1, nand4_1",
setup_path,cp_top_family,"simple AND/OR/NAND/NOR gates",
die,fp_util,14.6,%
global_route,grt_pass1_vias,1015,
logic_synthesis,synth_flops,30,
place,io_buffer_count,32,
setup_path,end_kind,"flip-flop",
die,rows,36,
detailed_routing,drtIter0Drc,37,
sta,final.setup_skew,4.76,ps
pwr,netSwitchingFraction,25.9,%
detailed_routing,vias,1001,
setup_path,rr_startpoint,"pc_o[7]",
layout,largest_reg_flops,30,
logic_synthesis,yosys_area,1400,sq um
logic_synthesis,ys_types,23,
pwr,clkPwrFrac,32.9,%
sta,layout_min_cycle_time,2370,ps
pwr,power_density,368,nW/um^2
setup_path,critical_path_class,"primary input to flip-flop",
clocking,post_cts_buffers,0,
layout,syn2layout_area_growth,40.4,%
setup_path,cp.required,4370,ps
logic_synthesis,synthArstFlopShare,100,%
pwr,pwr-share-comb,16.8,%
clocking,htree_levels,2,
detailed_routing,viasPerCell,3.45,
pwr,p_switching,188,uW
clocking,post_cts_resized,0,
layout,fin_util,20.4,%
logic_synthesis,postSynthCellCount,118,
pwr,p_int,537,uW
die,chip_area,14200,sq um
clocking,clk_pin_slew,60,ps
setup_path,critical-path-max-stage-delay,590,ps
logic_synthesis,ys_cells,118,
detailed_routing,post-route-drc-count,0,
-- routing by layer --
metal | up-vias | share of wire, % | track usage [%]
met5 | - | 0 | 0
met4 | 0 | 1.8 | 0.763
met1 | 466 | 48 | 6.65
met3 | 10 | 7.4 | 1.97
met2 | 37 | 42 | 6.98
li1 | 488 | - | -
-- worst reg2reg max path, stage by stage, from the launching register on --
cell	delay, ps
dfrtp_1	420
nand3_1	250
nor3_2	680
nand4_1	220
xnor2_1	170
-- per-stage QoR --
step                      area (sq um)  setup WS (ps)  instances  hold WS (ps)  total power [mW]
after global routing              1970           1640        290           524             0.770
after global placement            1880           1560        282           484             0.493
after floorplan                   1410           2570        119           424             0.411
final                             1970           1830        290           485             0.724
after detailed placement          1880           1520        282           483             0.493
after CTS                         1970           1820        290           492             0.736
-- final cells by class --
cell class                 instances  area (sq um)
tap                              133           166
clock buffer                       7          86.3
fill                            1069          7670
inverter                           2          7.51
sequential                        30           751
multi-input combinational         84           627
clock inverter                     1          5.00
timing repair buffer              33           328
-- cell usage after synthesis (2+ instances only) --
| cell type | number |
|---|---|
| xor2_1 | 6 |
| and3_1 | 2 |
| buf_4 | 3 |
| nand3_1 | 12 |
| dfrtp_1 | 30 |
| nand4_1 | 14 |
| and3_2 | 2 |
| nor4_4 | 2 |
| inv_1 | 2 |
| nor2_1 | 4 |
| nand2_1 | 7 |
| xnor2_1 | 23 |
-- logic make-up after synthesis --
group / share of synthesized area (%)
muxes: 0.802
other: 0.267
and+or+nand+nor: 24.3
buffers and inverters: 2.14
adders and majority gates: 0.891
DFF: 53.5
xor gates and xnor gates: 18.1
-- cells in the final DEF (no fill, tap or decap) --
cell type	count
and2_2	1
nand4_1	14
nor4_1	1
clkbuf_8	6
nor3_4	1
mux2_2	1
nor2_1	4
and3_2	2
dfrtp_1	30
xor2_1	6
clkinv_2	1
and3_1	2
nand4_4	1
and4_2	1
nor3_1	1
clkdlybuf4s50_1	32
conb_1	2
nor3_2	1
nand3_1	12
buf_4	1
nand2_1	7
ha_1	1
nor4_4	2
nor2_2	1
xnor2_1	23
clkbuf_1	1
inv_1	2
-- worst paths after layout --
| check | slack (ps) | to | depth (start not counted) |
|---|---|---|---|
| min | 490 | pc_o[31] | 1 |
| min in group asynchronous | 920 | pc_o[3] | 3 |
| max in group asynchronous | 2990 | pc_o[13] | 3 |
| min reg2reg | 490 | pc_o[31] | 1 |
| max reg2reg | 2350 | pc_o[27] | 4 |
| max | 1830 | pc_o[27] | 5 |
-- power groups by stage --
| stage | combinational, mW | sequential (mW) | clock, mW |
|---|---|---|---|
| finish | 0.122 | 0.365 | 0.238 |
| global route | 0.138 | 0.371 | 0.261 |
| CTS | 0.126 | 0.365 | 0.245 |
Power figures rest on the tool's default switching activity, not on a simulated workload.
