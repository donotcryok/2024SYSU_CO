--- flow/constraint.sdc ---
current_design uart_top

set clk_period 3.1
set clk_io_pct 0.2

create_clock -name clk0 -period $clk_period [get_ports {clk_i}]

set non_clock_inputs [all_inputs -no_clocks]
set_input_delay [expr $clk_period * $clk_io_pct] -clock clk0 $non_clock_inputs
set_output_delay [expr $clk_period * $clk_io_pct] -clock clk0 [all_outputs]
--- flow/run.sh ---
#!/bin/bash
# OpenROAD 26Q1-2900-gdf79404cd8, Yosys 0.63+post, stock flow scripts
make -C /OpenROAD-flow-scripts/flow DESIGN_CONFIG=/design/flow/config.mk WORK_HOME=/design/flow/orfs finish
--- flow/config.mk ---
export PLATFORM = sky130hd
export DESIGN_NAME = uart_top
export DESIGN_NICKNAME = uart_top
export VERILOG_FILES = /design/flow/design.v
export SDC_FILE = /design/flow/constraint.sdc
export NUM_CORES = 4
export LEC_CHECK = 1
export CORE_UTILIZATION = 40
--- flow/design.v ---
module uart_rx (
    input  wire        clk_i,
    input  wire        rstn_i,
    input  wire        rx_i,
    input  wire [15:0] cfg_div_i,
    input  wire        cfg_en_i,
    input  wire        cfg_parity_en_i,
    input  wire [1:0]  cfg_parity_sel_i,
    input  wire [1:0]  cfg_bits_i,
    output wire        busy_o,
    output reg         err_o,
    input  wire        err_clr_i,
    output wire [7:0]  rx_data_o,
    output reg         rx_valid_o,
    input  wire        rx_ready_i
);
    localparam [2:0] IDLE      = 0;
    localparam [2:0] START_BIT = 1;
    localparam [2:0] DATA      = 2;
    localparam [2:0] SAVE_DATA = 3;
    localparam [2:0] PARITY    = 4;
    localparam [2:0] STOP_BIT  = 5;
    reg [2:0]  CS, NS;
    reg [7:0]  reg_data;
    reg [7:0]  reg_data_next;
    reg [2:0]  reg_rx_sync;
    reg [2:0]  reg_bit_count;
    reg [2:0]  reg_bit_count_next;
    reg [2:0]  s_target_bits;
    reg        parity_bit;
    reg        parity_bit_next;
    reg        sampleData;
    reg [15:0] baud_cnt;
    reg        baudgen_en;
    reg        bit_done;
    reg        start_bit;
    reg        set_error;
    wire       s_rx_fall;
    assign busy_o = (CS != IDLE);
    always @(*) begin
        case (cfg_bits_i)
            2'b00: s_target_bits = 3'h4;
            2'b01: s_target_bits = 3'h5;
            2'b10: s_target_bits = 3'h6;
            2'b11: s_target_bits = 3'h7;
        endcase
    end
    always @(*) begin
        NS = CS;
        sampleData = 1'b0;
        reg_bit_count_next = reg_bit_count;
        reg_data_next = reg_data;
        rx_valid_o = 1'b0;
        baudgen_en = 1'b0;
        start_bit = 1'b0;
        parity_bit_next = parity_bit;
        set_error = 1'b0;
        case (CS)
        IDLE: begin
                if (s_rx_fall) begin
                    NS         = START_BIT;
                    baudgen_en = 1'b1;
                    start_bit  = 1'b1;
                end
        end
            START_BIT: begin
                parity_bit_next = 1'b0;
                baudgen_en      = 1'b1;
                start_bit       = 1'b1;
                if (bit_done) NS = DATA;
            end
            DATA: begin
                baudgen_en      = 1'b1;
                parity_bit_next = parity_bit ^ reg_rx_sync[2];
                case (cfg_bits_i)
                    2'b00: reg_data_next = {3'b0, reg_rx_sync[2], reg_data[4:1]};
                    2'b01: reg_data_next = {2'b0, reg_rx_sync[2], reg_data[5:1]};
                    2'b10: reg_data_next = {1'b0, reg_rx_sync[2], reg_data[6:1]};
                    2'b11: reg_data_next = {reg_rx_sync[2], reg_data[7:1]};
                endcase
                if (bit_done) begin
                    sampleData = 1'b1;
                    if (reg_bit_count == s_target_bits) begin
                    	reg_bit_count_next = 'h0;
                    	NS = SAVE_DATA;
	            end else begin
                    	reg_bit_count_next = reg_bit_count + 1;
		    end
                end
            end
            SAVE_DATA: begin
                baudgen_en = 1'b1;
                rx_valid_o = 1'b1;
                if (rx_ready_i) begin
                    if (cfg_parity_en_i) 
                        NS = PARITY;
                    else 
                        NS = STOP_BIT;
                end
            end
            PARITY: begin
                baudgen_en = 1'b1;
                if (bit_done) begin
                    case (cfg_parity_sel_i)
                        2'b00:
                            if (reg_rx_sync[2] != ~parity_bit) set_error = 1'b1;
                        2'b01:
                            if (reg_rx_sync[2] != parity_bit) set_error = 1'b1;
                        2'b10:
                            if (reg_rx_sync[2] != 1'b0) set_error = 1'b1;
                        2'b11:
                            if (reg_rx_sync[2] != 1'b1) set_error = 1'b1;
                    endcase
                    NS = STOP_BIT;
                end
            end
            STOP_BIT: begin
                baudgen_en = 1'b1;
                if (bit_done) NS = IDLE;
            end
            default: NS = IDLE;
        endcase
    end
    always @(posedge clk_i or negedge rstn_i) begin
        if (rstn_i == 1'b0) begin
            CS            <= IDLE;
            reg_data      <= 8'hff;
            reg_bit_count <= 'h0;
            parity_bit    <= 1'b0;
	end else begin
            if (bit_done)
                parity_bit <= parity_bit_next;
            if (sampleData)
                reg_data <= reg_data_next;
            reg_bit_count <= reg_bit_count_next;
            if (cfg_en_i)
                CS <= NS;
            else
                CS <= IDLE;
        end
    end
    assign s_rx_fall = ~reg_rx_sync[1] & reg_rx_sync[2];
    always @(posedge clk_i or negedge rstn_i) begin
        if (rstn_i == 1'b0)
            reg_rx_sync <= 3'b111;
        else if (cfg_en_i)
            reg_rx_sync <= {reg_rx_sync[1:0], rx_i};
        else
            reg_rx_sync <= 3'b111;
    end
    always @(posedge clk_i or negedge rstn_i) begin
        if (rstn_i == 1'b0) begin
            baud_cnt <= 'h0;
            bit_done <= 1'b0;
	end else if (baudgen_en) begin
            if (!start_bit && (baud_cnt == cfg_div_i)) begin
                baud_cnt <= 'h0;
                bit_done <= 1'b1;
        end else if (start_bit && (baud_cnt == {1'b0, cfg_div_i[15:1]})) begin
                baud_cnt <= 'h0;
                bit_done <= 1'b1;
        end else begin
                baud_cnt <= baud_cnt + 1;
                bit_done <= 1'b0;
            end
	end else begin
            baud_cnt <= 'h0;
            bit_done <= 1'b0;
        end
    end
    always @(posedge clk_i or negedge rstn_i)
        if (rstn_i == 1'b0)
            err_o <= 1'b0;
        else if (err_clr_i)
            err_o <= 1'b0;
        else if (set_error)
            err_o <= 1'b1;
    assign rx_data_o = reg_data;
endmodule
module uart_top#(
    parameter                           baudrate = 115200,
    parameter                           tx_bytelen = 4,
    parameter                           rx_bytelen = 4
)(
    input  wire                         clk_i,
    input  wire                         rst_n,
    input  wire                         rx_i,      
    output wire                         tx_o,      
    input  wire                         tx_valid_i,
    output wire                         tx_ready_o,
    input  wire [8*tx_bytelen-1:0]      tx_data_i,
    output wire                         rx_valid_o,
    input  wire                         rx_ready_i,
    output reg  [8*rx_bytelen-1:0]      rx_data_o
);
    localparam  baud_div = 434 ;
    wire [7:0]  rx_data;
    wire [7:0]  tx_data;
    wire        parity_error;
    wire [3:0]  IIR_o;
    reg  [3:0]  clr_int;
    reg         fifo_tx_valid;
    reg         tx_valid;
    wire        fifo_rx_valid;
    reg         fifo_rx_ready;
    wire        rx_ready;
    wire        fifo_wren;
    wire        fifo_rden;
    wire        fifo_full;
    wire        fifo_empty;
    wire        inner_tx_valid;
    wire        inner_tx_ready;
    wire  [7:0] inner_tx_data;
    wire        inner_rx_valid;
    wire        inner_rx_ready;
    wire  [7:0] inner_rx_data;
    reg         inner_tx_busy;
    reg   [8*tx_bytelen-1:0]      tx_data_reg;
    wire  [8*tx_bytelen-1:0]      rx_data_sel;
    reg   [$clog2(tx_bytelen):0]    tx_cnt;
    wire                            tx_cnt_en;
    wire                            tx_cnt_clr;
    wire                            tx_cnt_ov;
    reg   [$clog2(rx_bytelen):0]    rx_cnt;
    wire                            rx_cnt_en;
    wire                            rx_cnt_clr;
    wire                            rx_cnt_ov;
    uart_rx u_uart_rx(
        .clk_i            ( clk_i                                                      ),
        .rstn_i           ( rst_n                                                     ),
        .rx_i             ( rx_i                                                     ),
        .cfg_en_i         ( 1'b1 ),     
        .cfg_div_i        ( 16'd0431 ), 
        .cfg_parity_en_i  ( 1'b0 ),     
        .cfg_parity_sel_i ( 2'b00 ),    
        .cfg_bits_i       ( 2'b11 ),    
        .busy_o           (                                                          ),
        .err_o            ( parity_error                                             ),
        .err_clr_i        ( 1'b0                                                     ),
        .rx_data_o        ( inner_rx_data                                                ),
        .rx_valid_o       ( inner_rx_valid                                               ),
        .rx_ready_i       ( inner_rx_ready                                               )
    );
    always @(posedge clk_i or negedge rst_n) begin
        if(~rst_n) begin
            rx_cnt	<= 'b0;
        end else begin
            casex({rx_cnt_clr, rx_cnt_en})
                2'b00:
                    rx_cnt  <= rx_cnt;
                2'b01:
                    rx_cnt	<= rx_cnt + 1'b1;
                2'b1x:
                    rx_cnt  <= 'b0;
            endcase
        end
    end
    genvar i;
    genvar j;
    assign rx_cnt_en = inner_rx_valid & inner_rx_ready;
    assign rx_cnt_clr = rx_valid_o & rx_ready_i;
    assign rx_cnt_ov = rx_cnt == rx_bytelen;
    assign inner_rx_ready = ~rx_cnt_ov;
    assign rx_valid_o = rx_cnt_ov;
    generate 
        for (i = 0; i < rx_bytelen; i = i + 1) begin: rx_data_input_sel
            for (j = 0; j < 8; j = j + 1) begin: rx_data_input_byte_copy
                assign rx_data_sel[i*8+j] = (rx_cnt == i) ? inner_rx_data[j] : rx_data_o[i*8+j];
            end
        end
    endgenerate
    always @(posedge clk_i or negedge rst_n) begin
        if(~rst_n) begin
            rx_data_o	<= 'b0;
        end else begin
            rx_data_o   <= rx_data_sel;
        end
    end
    uart_tx u_uart_tx(
        .clk_i            ( clk_i                                                      ),
        .rstn_i           ( rst_n                                                     ),
        .tx_o             ( tx_o                                                     ),
        .busy_o           (                                                          ),
        .cfg_en_i         ( 1'b1 ),     
        .cfg_div_i        ( 16'd0431 ), 
        .cfg_parity_en_i  ( 1'b0 ),     
        .cfg_parity_sel_i ( 2'b00 ),    
        .cfg_bits_i       ( 2'b11 ),    
        .cfg_stop_bits_i  ( 1'b1 ),     
        .tx_data_i        ( inner_tx_data                                                ),
        .tx_valid_i       ( inner_tx_valid                                              ),
        .tx_ready_o       ( inner_tx_ready                                             )
    );
    always @(posedge clk_i or negedge rst_n) begin
        if(~rst_n) begin
            tx_cnt	<= 'b0;
        end else begin
            casex({tx_cnt_clr, tx_cnt_en})
                2'b00:
                    tx_cnt  <= tx_cnt;
                2'b01:
                    tx_cnt	<= tx_cnt + 1'b1;
                2'b1x:
                    tx_cnt  <= 'b0;
            endcase
        end
    end
    assign tx_cnt_en = inner_tx_valid & inner_tx_ready;
    assign tx_cnt_clr = tx_cnt_ov;
    assign tx_cnt_ov = tx_cnt == tx_bytelen;
    assign inner_tx_valid = inner_tx_busy;
    assign tx_ready_o = ~inner_tx_busy;
    always @(posedge clk_i or negedge rst_n) begin
        if(~rst_n) begin
            tx_data_reg	<= 'b0;
        end else begin
            tx_data_reg	<= tx_data_i;
        end
    end
    generate
        for (i = 0; i < 8; i = i + 1) begin: tx_data_sel
            assign inner_tx_data[i] = tx_data_reg[tx_cnt*8+i];
        end
    endgenerate
    always @(posedge clk_i or negedge rst_n) begin
        if(~rst_n) begin
            inner_tx_busy   <= 'b0;
        end else begin
            casex({tx_cnt_ov, tx_valid_i & tx_ready_o})
                2'b00:
                    inner_tx_busy   <= inner_tx_busy;
                2'b01:
                    inner_tx_busy   <= 1'b1;
                2'b1x:
                    inner_tx_busy   <= 1'b0;
            endcase
        end
    end
endmodule
module uart_tx (
    input  wire        clk_i,
    input  wire        rstn_i,
    output reg         tx_o,
    output wire        busy_o,
    input  wire        cfg_en_i,
    input  wire [15:0] cfg_div_i,
    input  wire        cfg_parity_en_i,
    input  wire [1:0]  cfg_parity_sel_i,
    input  wire [1:0]  cfg_bits_i,
    input  wire        cfg_stop_bits_i,
    input  wire [7:0]  tx_data_i,
    input  wire        tx_valid_i,
    output reg         tx_ready_o
);
    localparam [2:0] IDLE           = 0;
    localparam [2:0] START_BIT      = 1;
    localparam [2:0] DATA           = 2;
    localparam [2:0] PARITY         = 3;
    localparam [2:0] STOP_BIT_FIRST = 4;
    localparam [2:0] STOP_BIT_LAST  = 5;
    reg [2:0]  CS,NS;
    reg [7:0]  reg_data;
    reg [7:0]  reg_data_next;
    reg [2:0]  reg_bit_count;
    reg [2:0]  reg_bit_count_next;
    reg [2:0]  s_target_bits;
    reg        parity_bit;
    reg        parity_bit_next;
    reg        sampleData;
    reg [15:0] baud_cnt;
    reg        baudgen_en;
    reg        bit_done;
    assign busy_o = (CS != IDLE);
    always @(*) begin
        case (cfg_bits_i)
            2'b00: s_target_bits = 3'h4;
            2'b01: s_target_bits = 3'h5;
            2'b10: s_target_bits = 3'h6;
            2'b11: s_target_bits = 3'h7;
        endcase
    end
    always @(*) begin
        NS                 = CS;
        tx_o               = 1'b1;
        sampleData         = 1'b0;
        reg_bit_count_next = reg_bit_count;
        reg_data_next      = {1'b1, reg_data[7:1]};
        tx_ready_o         = 1'b0;
        baudgen_en         = 1'b0;
        parity_bit_next    = parity_bit;
        case (CS)
            IDLE: begin
                if (cfg_en_i)
                    tx_ready_o = 1'b1;
                if (tx_valid_i) begin
                    NS            = START_BIT;
                    sampleData    = 1'b1;
                    reg_data_next = tx_data_i;
                end
            end
            START_BIT: begin
                tx_o            = 1'b0;
                parity_bit_next = 1'b0;
                baudgen_en      = 1'b1;
                if (bit_done)
                    NS = DATA;
            end
            DATA: begin
                tx_o            = reg_data[0];
                baudgen_en      = 1'b1;
                parity_bit_next = parity_bit ^ reg_data[0];
		if (bit_done) begin
                    if (reg_bit_count == s_target_bits) begin
                        reg_bit_count_next = 'h0;
                        if (cfg_parity_en_i)
                            NS = PARITY;
                        else
                            NS = STOP_BIT_FIRST;
            end else begin
                        reg_bit_count_next = reg_bit_count + 1;
                        sampleData         = 1'b1;
                    end
		end
            end
            PARITY: begin
                case (cfg_parity_sel_i)
                    2'b00: tx_o = ~parity_bit;
                    2'b01: tx_o = parity_bit;
                    2'b10: tx_o = 1'b0;
                    2'b11: tx_o = 1'b1;
                endcase
                baudgen_en = 1'b1;
                if (bit_done)
                    NS = STOP_BIT_FIRST;
            end
            STOP_BIT_FIRST: begin
                tx_o       = 1'b1;
                baudgen_en = 1'b1;
		if (bit_done) begin
                    if (cfg_stop_bits_i)
                        NS = STOP_BIT_LAST;
                    else
                        NS = IDLE;
		end
            end
            STOP_BIT_LAST: begin
                tx_o = 1'b1;
                baudgen_en = 1'b1;
                if (bit_done)
                    NS = IDLE;
            end
            default: NS = IDLE;
        endcase
    end
    always @(posedge clk_i or negedge rstn_i) begin
        if (rstn_i == 1'b0) begin
            CS            <= IDLE;
            reg_data      <= 8'hff;
            reg_bit_count <= 'h0;
            parity_bit    <= 1'b0;
	end else begin
            if (bit_done)
                parity_bit <= parity_bit_next;
            if (sampleData)
                reg_data   <= reg_data_next;
            reg_bit_count  <= reg_bit_count_next;
        if (cfg_en_i)
                CS <= NS;
            else
                CS <= IDLE;
        end
    end
    always @(posedge clk_i or negedge rstn_i) begin
        if (rstn_i == 1'b0) begin
            baud_cnt <= 'h0;
            bit_done <= 1'b0;
	end else if (baudgen_en) begin
            if (baud_cnt == cfg_div_i) begin
                baud_cnt <= 'h0;
                bit_done <= 1'b1;
            end
            else begin
                baud_cnt <= baud_cnt + 1;
                bit_done <= 1'b0;
            end
	end else begin
            baud_cnt <= 'h0;
            bit_done <= 1'b0;
        end
    end
    //synopsys translate_off
    always @(posedge clk_i or negedge rstn_i) begin
        if ((tx_valid_i & tx_ready_o) & rstn_i)
            $fwrite(32'h80000002, "%c", tx_data_i);
    end
    //synopsys translate_on    
endmodule
==> Changelog: implementation <==
### Implementation results

* Reg2reg start: u_uart_rx.baud_cnt[8]$_DFF_PN0_
* DR vias at 3502
* Clock transition at path regs at 60 ps
* DRC viols at 0
* Final period utilization at between 70% and 80%
* DP Area at between 6000 and 7000 sq um
* Yosys warns at 4
* Worst slew margin at 50.2%
* GR Util All Layers at 15.4%
* Fraction of layout cells with a size suffix above 1 at 21.7%
* Routability congestion estimate at 0.841
* Final Slew Violations at 0
* Routed WL per cell at about 14 um
* Post-CTS setup buffers at 0
* WS Path Type: reg -> out
* Sequential area share after synthesis at roughly 61%
* Post-synth EDFFs at 0
* Ant. Diodes at 0
* Die span in x at 122 um
* CP Launch Type: flop
* Yosys chip area at 5750 sq um
* Core Footprint at 13900 sq um
* Most frequent CP cell: inv_1
* Worst-case clock buffer depth at 2
* Hpwl dp at 6830 um
* Largest type area fraction at 51.8%
* Worst Max-Slew Pin Slew at 744 ps
* Cell Type Count at roughly 44
* CTS tree: built
* Crit-path cells: inv_1, ha_1, nand2_1, inv_1, clkdlybuf4s50_1
* Post-route cell area at 7270 sq um
* R2r endpoint: u_uart_rx.baud_cnt[7]$_DFF_PN0_
* CTS buffer count at 17
* Commonest cells post-synth: dfrtp_1, mux2_2, nor2_1
* Crit Path Max Fanout at 5
* Pin count of the biggest net entering global routing at 81
* Setup TNS at 0 ps
* CP peak stage delay at around 470 ps
* Status: finished, final reports clean
* Htree depth at 4
* Die Footprint at ~15000 sq um
* CP max stage cell: clkdlybuf4s50_1
* Worst EP arrival at 1790 ps
* Final Setup Violations at 0
* Vias in the first global route at between 3000 and 4000
* Starting Density at 41.3%
* Leak at 3.19 nW
* IO Pins at 72
* Top cells by area: dfrtp_1, dfstp_2, mux2_2
* Req. time, crit path at 2480 ps
* Syn Area/Cell at 13.0 sq um
* Cell Rows at 43
* Grt ovf at 0
* Pre-antenna DRT Iters at 4
* Post-synthesis cell count at 444
* Fmax achieved at 0.415 GHz
* Logic area at a little over 2000 sq um
* Worst Hold Class: in -> async
* Antenna violations before repair at 0
* # resized after CTS at 0
* Initial DRC Count at 243
* Worst vdd ir at 0.366 mV
* Crit path time final at 2410 ps
* Post-synth top flop: dfrtp_1
* Detail Route Antenna Nets at 0
* Clock skew at 6.25 ps
* PortBufs at slightly above 70
* Area leader, netlist: dfrtp_1
* Synth Cell Area at 5750 sq um
* Clk ins delay skew pair at 410 ps
* Ys cells at 444
* CTS sink count at 140
* Final tally of hold violations at 0
* Routed wire length at around 10000 um
* Setup slack, reg-to-reg at ~1100 ps
* Die height at 122 um
* Number of warnings in the stage logs at 29
* Filler Cells Inserted at 1167
* Max-Cap Viols at 0
* Hold Buf Count CTS at 0
* Final Util at 52.2%
* P&R area growth vs syn at 26.4%
* R2R depth at 4
* Async S/R FF share, synth at 100%
* CP Capture Type: primary output
* Count leader, synth: dfrtp_1
* Unrepaired setup endpoints after global routing: false
* P per Cell Area at 553 nW/um^2
* First-pass GRT wire length at 17500 um
* Yosys reg bits at 140
* Avg Vias per Cell at 4.90
* Sequential cell area at 3530 sq um
* Root buffer cell: clkbuf_16
through the flow:
| stage | power [mW] | instances | setup WS, ps | hold slack [ps] |
|---|---|---|---|---|
| after floorplan | 1.90 | 444 | 1490 | 324 |
| after global placement | 1.99 | 683 | 1150 | 349 |
| after detailed placement | 1.99 | 683 | 1130 | 349 |
| after CTS | 4.08 | 715 | 670 | 261 |
| after global routing | 4.19 | 715 | 551 | 287 |
| final | 4.02 | 715 | 690 | 245 |
worst max-delay path, delay by kind of cell (launching register included):
kind / cells / cell delay, ps
buffers and inverters: 3 / 670
DFF: 1 / 420
adders and majority gates: 1 / 200
and+or+nand+nor: 1 / 100
cells in the final DEF, fill, tap and decap left out, drive strengths merged, types with 3 or more instances in the layout:
| cell | instances |
|---|---|
| a22o | 4 |
| nand4 | 14 |
| mux2i | 8 |
| nand3 | 12 |
| a21oi | 8 |
| nor2 | 36 |
| nand2b | 5 |
| nand2 | 24 |
| clkdlybuf4s50 | 70 |
| clkbuf | 17 |
| o21ai | 11 |
| xnor2 | 22 |
| mux4 | 8 |
| dfrtp | 119 |
| dfstp | 21 |
| mux2 | 44 |
| nor3 | 9 |
| o22ai | 9 |
| nor4 | 11 |
| bufinv | 3 |
| ha | 13 |
| buf | 3 |
| clkinv | 5 |
| inv | 31 |
| xor2 | 6 |
report_power, final:
group,switching (mW),total (mW),internal (mW)
Combinational,0.0446,0.0955,0.0508
Sequential,0.00624,1.86,1.85
Clock,0.786,2.07,1.28
Total,0.837,4.02,3.18
cell families (layout without fill, tap and decap cells):
family / Yosys count / after routing / share of synthesized area, %
compound gates: 39 / 39 / 4.33
xor+xnor: 28 / 28 / 4.26
fa+ha+maj: 13 / 13 / 2.83
buf+inv: 40 / 131 / 2.74
flops: 140 / 140 / 61.3
mux: 60 / 60 / 13.1
simple gates: 124 / 124 / 11.4
routing by layer:
layer | vias to the layer above | GRT usage, % | part of all wire (%)
li1 | 1717 | - | -
met1 | 1719 | 25.2 | 48
met2 | 54 | 22.6 | 46
met3 | 12 | 3.53 | 4.2
met4 | 0 | 2.24 | 1.5
met5 | - | 0 | 0
worst max path at each step:
| stage | cells after the start | from | slack, ps | endpoint |
|---|---|---|---|---|
| final | 5 | rx_cnt[0]$_DFFE_PN0P_ | 690 | rx_valid_o |
| after global routing | 5 | rx_cnt[1]$_DFFE_PN0P_ | 550 | rx_valid_o |
| after CTS | 5 | rx_cnt[0]$_DFFE_PN0P_ | 670 | rx_valid_o |
layout make-up:
| cell class | instances | area share, % |
|---|---|---|
| Clock buffer | 17 | 5.85 |
| Timing Repair Buffer | 73 | 10.2 |
| Clock inverter | 15 | 2.58 |
| Tap cell | 180 | 3.10 |
| Inverter | 26 | 1.34 |
| Multi-Input combinational cell | 264 | 28.4 |
| Sequential cell | 140 | 48.5 |
Power is estimated from default activity; no workload was simulated.
